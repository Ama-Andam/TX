### flow/config.mk
export PLATFORM = sky130hd
export DESIGN_NAME = uart_tx
export DESIGN_NICKNAME = uart_tx
export VERILOG_FILES = /design/flow/design.v
export SDC_FILE = /design/flow/constraint.sdc
export NUM_CORES = 4
export LEC_CHECK = 1
export CORE_UTILIZATION = 40
### flow/constraint.sdc
current_design uart_tx

set clk_period 2.8
set clk_io_pct 0.2

create_clock -name clk0 -period $clk_period [get_ports {clk}]

set non_clock_inputs [all_inputs -no_clocks]
set_input_delay [expr $clk_period * $clk_io_pct] -clock clk0 $non_clock_inputs
set_output_delay [expr $clk_period * $clk_io_pct] -clock clk0 [all_outputs]
### flow/design.v
module uart_tx #(
    parameter SYS_CLOCK = 1000000,   
    parameter BAUD_RATE = 9600
) (
    input wire clk,
    input wire reset,
    input wire send_signal,
    input wire [7:0] data_input,
    output reg busy,
    output reg tx_output
);
    localparam integer DIVISION = SYS_CLOCK / BAUD_RATE;
    reg [15:0] counter;
    reg tick;
    always @(posedge clk or posedge reset) begin
        if (reset) begin
            counter <= 0;
            tick <= 0;
        end else if (counter == DIVISION - 1) begin
            tick <= 1;
            counter <= 0;
        end else begin
            tick <= 0;
            counter <= counter + 1;
        end
    end
    reg [9:0] shift_register;  
    reg [3:0] index;  
    always @(posedge clk or posedge reset) begin
        if (reset) begin  
            busy   <= 0;
            tx_output <= 1;  
            shift_register <= 10'b1111111111;
            index <= 0;
        end 
        else if (send_signal && !busy) begin
            shift_register <= {1'b1, data_input, 1'b0};  
            busy <= 1;
            index <= 0;
        end 
        else if (busy && tick) begin
            tx_output <= shift_register[index];
            if (index == 9)begin
            busy <= 0;
            end 
            else begin
            index = index + 1;
            end
        end
    end
endmodule
### flow/run.sh
#!/bin/bash
# OpenROAD 26Q1-2900-gdf79404cd8, Yosys 0.63+post, stock flow scripts
make -C /OpenROAD-flow-scripts/flow DESIGN_CONFIG=/design/flow/config.mk WORK_HOME=/design/flow/orfs finish
==> job_summary.md <==
### Flow metrics

| Metric | Value |
|---|---|
| Multiplexer share | `0.0290` |
| Post-CTS Setup Inserts | `0` |
| Placed instance area | `1620 um^2` |
| Number of global-route vias before repair | `933` |
| CP required | `2.24 ns` |
| Final Hold Viols | `0` |
| Number of warnings the tools reported | `26` |
| Setup TNS Final | `0 ns` |
| Aoi share | `0.0273` |
| Pwr/cell area | `462 nW/um^2` |
| Initial core utilization | `0.429` |
| Ant diodes | `0` |
| Final core occ | `0.493` |
| I/O Buffers | `12` |
| GRT Resource Usage Total | `0.142` |
| Ys cells | `141` |
| Async S/R FF share, synth | `1.00` |
| Synth Register Bits | `32` |
| Synthesized netlist cell count | `141` |
| Number of max-cap violations | `0` |
| Num ports | `13` |
| Power Total | `778 uW` |
| Distinct lib cells | `30` |
| Prevailing post-synth register cell | `dfrtp_1` |
| Cell taking the most area after synthesis | `dfrtp_1` |
| Minimum clock period after layout | `1.86 ns` |
| Critical path's largest stage delay | `0.54 ns` |
| Worst EP arrival | `1.30 ns` |
| First-pass GRT wire length | `4200 um` |
| Detailed placement HPWL | `1670 um` |
| Critical path cell sequence | `clkdlybuf4s50_1` |
| Area leader share | `0.376` |
| Syn Area/Cell | `10.4 um^2` |
| Outcome | `completed` |
| Worst skew pair latency | `0.32 ns` |
| Clock Sinks | `32` |
| CTS tree | `done` |
| Area Overhead vs Synth | `14.9%` |
| Delay-heaviest family, CP | `flip-flops` |
| Final RePlAce weighted congestion | `0.791` |
| CP Max Fanout | `2` |
| H-tree Lvls | `2` |
| Drt first pass iters | `4` |
| Crit share post-route | `0.664` |
| Seq/Total Area, Yosys | `0.555` |
| Post_cts resized | `0` |
| Final wirelength | `2360 um` |
| Maximum vdd drop | `351 uV` |
| Hold Path Class | `flop to flop` |
| CTS Root Cell | `clkbuf_4` |
| RSZ-0062 raised after global routing | `false` |
| Clk_skew | `0.00649 ns` |
| Final instance area | `1680 um^2` |
| Crit end category | `output port` |
| Largest net degree at the start of global routing | `33` |
| Fillers | `306` |
| Top-count cell post-synth | `nand2_1` |
| Worst Setup Path Type | `flop to output port` |
| # setup viols final | `0` |
| DR vias | `993` |
| Post-Synthesis Cell Area | `1470 um^2` |
| Die W | `62.5 um` |
| CP bufs+invs | `1` |
| Post-Synth XOR/XNOR Area | `0.0956` |
| DRC | `0` |
| Clock buffer depth | `2` |
| Hold_buf cts | `0` |
| Row cnt | `21` |
| Slew HR | `0.564` |
| Violation count after the first detailed-route iteration | `48` |
| Main logic family | `simple AND/OR/NAND/NOR gates` |
| P_leak | `0.000770 uW` |
| CP max-delay cell | `dfstp_2` |
| Layout cells sized above 1 | `0.134` |
| Post-synth EDFFs | `0` |
| Fmax | `0.538 GHz` |
| Cell count after placement | `195` |
| Ys Warns | `1` |
| Antenna-violating nets left | `0` |
| Initial antenna violation count | `0` |
| Final Max Tran Viols | `0` |
| Chip area | `3910 um^2` |
| Vias per cell | `4.89` |
| Die Ht | `62.5 um` |
| Global route overflow | `0` |
| Top cells by area | `dfrtp_1 (38%), dfstp_2 (18%), nand2_1 (7.9%)` |
| Final Non-Filler Cells | `203` |
| Yosys stat area | `1470 um^2` |
| CP Launch Type | `flop` |
| Reg clk slew, reported paths | `0.09 ns` |
| DR WL/cell | `11.6 um` |
| CTS buffer count | `5` |
| Worst-Margin Slew | `0.653 ns` |
| Basic Gates by Area | `0.242` |
| Post-synth top cells | `nand2_1 (31), dfrtp_1 (22), nor2_1 (11), dfstp_2 (10), xor2_1 (10)` |
| Core Area | `3420 um^2` |
| Adder Area Share | `0.0256` |
[stage by stage]
stage          setup WS, ns  hold WS [ns]
6_report              0.942         0.460
5_1_grt               0.887         0.483
4_1_cts               0.917         0.466
3_5_place_dp          0.914         0.450
3_3_place_gp          0.970         0.446
2_1_floorplan          1.43         0.433
[power breakdown]
group	switching (uW)	total, uW	leakage [uW]	internal, uW
logic	15.7	35.7	0.000356	20.0
clock network	139	263	0.0000326	124
registers	5.48	479	0.000381	474
[kinds of logic after synthesis]
family                     Yosys count
buffers and inverters                8
muxes                                3
adders and majority gates            3
AOI/OAI and AO/OA                    7
DFF                                 32
xor gates and xnor gates            16
and+or+nand+nor                     72
[registers in the layout, indices dropped and copies added, names as in the netlist]
name and count:
shift_register 9, counter 16, index 4, busy 1, tx_output 1, tick 1
[per-layer routing]
| layer | wire [um] | GRT usage |
|---|---|---|
| met5 | 0 | 0 |
| met2 | 1130 | 0.211 |
| met3 | 110 | 0.0463 |
| met1 | 1090 | 0.219 |
| met4 | 33 | 0.0203 |
[cells in the final DEF, fill, tap and decap left out, types with 2 or more instances in the layout]
master and instances:
nand3_1 7, nand2_1 31, dfstp_2 10, nor2b_1 2
a31oi_1 2, clkbuf_4 5, inv_1 3, nand4_1 5
dfrtp_1 22, nor4_1 3, and3_1 2, o21ai_0 4
clkbuf_1 2, and2_1 2, xnor2_1 6, ha_1 3
mux2i_1 2, xor2_1 10, clkdlybuf4s50_1 12, nor2_1 11
[cell type report]
cell class	count	area [um^2]	area share
repair buffers	13	128	0.0758
well taps	46	57.6	0.0342
flip-flops and latches	32	813	0.483
inverters	3	11.3	0.00669
clock buffers	8	58.8	0.0349
multi-input cells	101	614	0.365
[worst paths after layout]
kind	startpoint	to	depth (start not counted)	slack (ns)
setup / recovery	tx_output	tx_output	1	0.94
hold / removal	shift_register[6]	shift_register[6]	2	0.46
setup reg to reg	counter[2]	counter[15]	4	1.29
hold reg to reg	shift_register[6]	shift_register[6]	2	0.46
max in group asynchronous	reset	shift_register[3]	3	1.88
min in group asynchronous	reset	counter[11]	3	0.60
No activity file was given, so power comes from the tool's default toggle rates.
