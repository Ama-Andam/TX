File: flow/design.v
module uart_rx #(
    parameter SYS_CLOCK = 1000000,   
    parameter BAUD_RATE = 9600
) (
    input wire clk,
    input wire reset,
    input wire rx_input,
    output reg [7:0] data_output,
    output reg busy
);
    localparam integer DIVISION = SYS_CLOCK / BAUD_RATE;
    reg [15:0] counter;
    reg tick;
    always @(posedge clk or posedge reset) begin
        if (reset) begin
            counter <= 0;
            tick <= 0;
        end else if (counter == DIVISION - 1) begin
            tick <= 1;
            counter <= 0;
        end else begin
            tick <= 0;
            counter <= counter + 1;
        end
    end
    reg [9:0] shift_register;  
    reg [3:0] index;  
    always @(posedge clk or posedge reset) begin
        if (reset) begin
            shift_register <= 0;
            index <= 0;
            busy <= 0;
        end else if (tick) begin
            if (!rx_input && !busy) begin
                busy <= 1;
                index <= 0;
            end else if (busy) begin
                shift_register <= {rx_input, shift_register[9:1]};
                index <= index + 1;
                if (index == 9) begin
                    data_output <= shift_register[8:1];  
                    busy <= 0;  
                end
            end
        end
    end
endmodule
File: flow/run.sh
#!/bin/bash
# OpenROAD 26Q1-2900-gdf79404cd8, Yosys 0.63+post, stock flow scripts
make -C /OpenROAD-flow-scripts/flow DESIGN_CONFIG=/design/flow/config.mk WORK_HOME=/design/flow/orfs finish
File: flow/config.mk
export PLATFORM = sky130hd
export DESIGN_NAME = uart_rx
export DESIGN_NICKNAME = uart_rx
export VERILOG_FILES = /design/flow/design.v
export SDC_FILE = /design/flow/constraint.sdc
export NUM_CORES = 4
export LEC_CHECK = 1
export CORE_UTILIZATION = 40
File: flow/constraint.sdc
current_design uart_rx

set clk_period 2.2
set clk_io_pct 0.2

create_clock -name clk0 -period $clk_period [get_ports {clk}]

set non_clock_inputs [all_inputs -no_clocks]
set_input_delay [expr $clk_period * $clk_io_pct] -clock clk0 $non_clock_inputs
set_output_delay [expr $clk_period * $clk_io_pct] -clock clk0 [all_outputs]
==> notes.md <==
Counting endpoints that fail hold in the final report gives 0. With the count of input and output buffers at 11, the routed via count divided by cell count is 5.25. Synthesis instantiated 31 different standard cells from the library.

The run gives 0 ns as the accumulated negative setup slack. The tools report the first-pass detailed-route iteration total as 4. With the number of antenna violations at the first check in global routing at 0, the actual slew at the worst max-slew pin is 0.500 ns. The logs give 0 for the final antenna diode count and 0.143 for the global router's overall resource usage. The chip area line in the Yosys stat output reads 1640 um2.

The H-tree was split into 2 levels. Pins over their slew limit in the final report were tallied at 0. The relative contribution of combinational cells to total power came out at 0.011. STA lists the startpoint of the worst register-to-register path as busy. With the worst-case vdd ir drop at 0.605 mV, the area of the core region is 3800 um2.

The launch point of the critical path is busy. Per the repair_timing log after CTS, setup buffers inserted total 0. Largest delay contributor family on the critical path: buffers and inverters. After layout, the minimum clock period comes to 1.65 ns. In the placement report, post-DP HPWL is listed as 1710 um. According to the timing report, the critical path is captured at busy. The first global-routing pass estimated 4560 um of wire.

The cell count after synthesis was 123; the share of layout cells above drive strength 1 was 0.196. The die height is 66.0 um. The number of cells on the critical path is 1, and the part of the cycle the worst path needs is 0.749. The tightest hold path in the finished design has a slack of 0.349 ns.

Kind of path behind the tightest hold check: input port to asynchronous set/reset pin. With the netlist area before placement at 1640 um2, the number of buffers added by the clock tree synthesis step is 5. For the I/O pin total, the log shows 12. The power report lists cell-internal power as 1190 uW. The clock transition at the registers of the reported paths is 0.07 ns. The leakage component of the power was reported as 0.000914 uW.

The number of nets with antenna violations after detailed routing was 0; the path depth of the worst reg2reg path was 3. The tools report the proportion of power drawn by the clock network as 0.480. Power spread over the standard cell area amounts to 737 nW/um2. TritonCTS built the clock tree. The worst setup slack for register-to-register paths was 0.71 ns. From the final report, the count of setup violators was given as 0. The run gives 22 as the placement row count. CTS reports a maximum clock tree buffer depth of 2. The part of the Yosys area used for sequential elements is 0.619, and the number of clock sinks is 39.

Per the layout report, the design carries 324 filler cells. The tree is rooted in a sky130_fd_sc_hd__clkbuf_8. Gates resized during post-CTS repair numbered 0. The flow ran to the end, and the final reports show no timing, DRC or antenna violations. For the starting density of the core, the log shows 0.432. RePlAce ended its routability-driven mode at a weighted congestion of 0.782. The yosys synthesis warning count came out at 1.

The total overflow reported by the global router came out at 0. Looking at the reg2reg group, the worst path ends at data_output[4]. Setup slack after layout: 0.551 ns. The final clock skew was 0.00370 ns; the final core area utilization was 0.516.

The run gives 4360 um2 for the overall die area. Setup repair after global routing left no endpoint under its margin. Synthesis-to-finish area growth: 19.5%.

The clock network latency to the later pin of the worst-skew pair was 0.29 ns; the net switching share of the total power was 0.176. For the worst setup timing slack at the placement stage, the log shows 0.544 ns. The type of the worst setup path is flip-flop to output pin.

STA classifies the critical path endpoint as an output pin. The area taken by sequential standard cells is reported as 1020 um2. For reference, the critical path cell chain is clkdlybuf4s50_1.

The run gives 66.0 um for the die outline width. Each instance of the synthesized netlist takes up on average 13.3 um2. With the warning total across the stage logs at 26, the routed wire length per instance is 13.2 um.

Looking at the critical path, the highest net fanout was 6. The power spent charging and discharging nets is 254 uW, and the total number of vias is 1003. For the cell count in the Yosys report, the log shows 123. The DRC violation count after routing was 0; the final standard cell count with taps included and fillers excluded was 191.

STA classifies the critical path startpoint as a flip-flop. The synthesis stat section lists a flop and latch total of 39. The sum of buffers and inverters on the critical path is 1, and the biggest cell delay along the critical path is 0.49 ns. For the worst setup path, the data required time is 1.76 ns.

The post-CTS hold buffer count recorded in the log is 0. For this block, the initial DRC count from the detailed router was 58. The share of power burned in registers came out at 0.508.

STA puts the critical path data arrival time at 1.21 ns. The run gives 0.663 as the worst max-slew margin expressed relative to the limit. The number of placed cells counting well taps came out at 183. Based on the critical path, the design can be clocked at up to 607 MHz. The timing report shows that the slowest cell on the worst path is sky130_fd_sc_hd__clkdlybuf4s50_1.

Summing all multi-input logic gate instances after layout gives 588 um2. Via count of the first global-routing pass: 995. The logs give 2520 um for the routed wire length and 30 for the maximum number of pins on one net before global-route repair. The number of max-capacitance violations reported is 0.
==> flip-flops by register name, indices dropped and copies added, names as in the netlist <==
register	cells
data_output	8
counter	16
tick	1
index	4
shift_register	9
busy	1
==> per-layer routing <==
layer / part of all wire / wire length [um] / GRT usage / up-vias
met5: 0 / 0 / 0 / -
met1: 0.51 / 1280 / 0.246 / 502
met3: 0.050 / 125 / 0.0437 / 2
met4: 0.0075 / 19 / 0.0186 / 0
li1: - / - / - / 479
met2: 0.44 / 1100 / 0.195 / 20
==> logic make-up (layout without fill, tap and decap cells) <==
logic type	after synthesis	count (layout)	synth area share
adder cells (fa/ha/maj)	3	3	0.0229
XOR/XNOR	12	12	0.0641
AND-OR/OR-AND	13	13	0.0511
buffers and inverters	9	29	0.0221
multiplexers	8	8	0.0549
flip-flops	39	39	0.619
AND/OR/NAND/NOR	39	39	0.166
==> stage by stage <==
stage / area [um2] / power [uW]
2_1_floorplan: 1640 / 758
3_5_place_dp: 1820 / 766
6_report: 1960 / 1440
4_1_cts: 1960 / 1470
3_3_place_gp: 1820 / 766
5_1_grt: 1960 / 1490
==> cells in the final DEF, fill, tap and decap left out, drive strengths merged <==
master and instances:
a211o 1, a21o 1, a21oi 3, a22o 1, and3 1, and4b 1, buf 3, bufinv 2
clkbuf 5, clkdlybuf4s50 11, clkinvlp 1, dfrtp 31, edfxtp 8, ha 3, inv 7, mux2 8
nand2 5, nand3 6, nand3b 1, nand4 5, nor2 4, nor2b 1, nor3 7, nor4 6
o21ai 5, o21ba 1, o2bb2ai 1, or3 2, xnor2 3, xor2 9
==> cell type report <==
class                   instances  area share
clock buffers                   5      0.0351
clock inverters                 3      0.0345
inverters                       7      0.0134
multi-input cells              75       0.300
flip-flops and latches         39       0.519
well taps                      48      0.0307
repair buffers                 14      0.0677
==> worst min path at each step <==
| stage | from | to | cells past startpoint |
|---|---|---|---|
| after global routing | reset | shift_register[1] | 2 |
| after CTS | reset | shift_register[1] | 2 |
| final | reset | shift_register[1] | 2 |
==> Yosys cell counts (all sizes together) <==
master   count  area, um2
nand3b       1       7.51
nor2b        1       6.26
nor2         4       15.0
dfrtp       31        776
edfxtp       8        240
nand2        5       21.3
o21ba        1       10.0
or3          2       12.5
xor2         9       78.8
buf          2       10.0
a21o         1       7.51
a22o         1       8.76
nor4         6       62.6
mux2         8       90.1
nand4        5       52.6
a21oi        3       15.0
o21ai        5       25.0
and3         1       6.26
and4b        1       10.0
nor3         7       35.0
inv          7       26.3
a211o        1       8.76
xnor2        3       26.3
o2bb2ai      1       8.76
ha           3       37.5
nand3        6       42.5
==> power by group through the flow <==
stage | Combinational (uW) | Sequential, uW | Clock [uW]
after CTS | 17.4 | 734 | 715
after global routing | 19.8 | 734 | 736
final | 16.5 | 734 | 694
Power is estimated from default activity; no workload was simulated.
